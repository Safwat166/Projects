==> /design/flow/design.v <==
module counter(
    input   wire            clk , 
    input   wire            rst_n ,
    input   wire            ss_n ,
    output  reg     [3:0]   edge_cnt     
);
    always @ (posedge clk or negedge rst_n) begin
        if(!rst_n) begin
            edge_cnt <= 'b0 ;
        end
        else if(!ss_n) begin
            edge_cnt <= edge_cnt + 1 ;
        end
        else begin
            edge_cnt <= 'b0 ;
        end
    end
endmodule
module deserielizer (
    input       wire            mosi ,
    input       wire    [3:0]   reg_mosi ,
    input       wire            dser_en ,
    input       wire    [3:0]   edge_cnt ,
    input       wire            clk ,
    input       wire            rst_n ,
    output      reg     [9:0]   rx_data ,
    output      reg             rx_valid
) ;
    always @ (posedge clk or negedge rst_n) begin
        if(!rst_n) begin
            rx_data  <= 'b0 ;
            rx_valid <= 'b0 ;
        end
        else begin
            rx_valid <= 1'b0 ;
            if(dser_en && edge_cnt != 11) begin
                rx_data[9:7] <= reg_mosi[2:0] ;     
                rx_data[6:0] <= {rx_data[6:0] , mosi} ;
            end
            if(edge_cnt == 11) begin
                rx_valid <= 1'b1 ;
            end
        end
    end
endmodule 
module fsm (
    input       wire             ss_n ,
    input       wire             mosi ,
    input       wire     [3:0]   edge_cnt ,
    input       wire             clk ,
    input       wire             rst_n ,
    output      reg      [3:0]   reg_mosi ,
    output      reg              dser_en 
) ;
    typedef enum logic [2:0] {
                IDLE       = 3'b000 ,
                CHK_CMD    = 3'b001 ,
                WRITE      = 3'b010 ,
                READ_ADD   = 3'b011 ,
                READ_DATA  = 3'b100 
    } state;
    state   next_state , current_state ;
    always @ (posedge clk or negedge rst_n) begin
        if(!rst_n) begin
            reg_mosi <= 'b0 ;
        end
        else if(!ss_n) begin
            case(edge_cnt)
                0 : reg_mosi[3] <= mosi ;   
                1 : reg_mosi[2] <= mosi ;   
                2 : reg_mosi[1] <= mosi ;   
                3 : reg_mosi[0] <= mosi ;   
            endcase
        end
    end
    always @ (posedge clk or negedge rst_n) begin
        if(!rst_n) begin
            current_state <= IDLE ;
        end
        else begin
            current_state <= next_state ;
        end
    end
    always @ (*) begin
        dser_en = 0 ;
        case(current_state)
            IDLE : begin
                if(!ss_n) begin
                    next_state = CHK_CMD ;
                end
                else begin
                    next_state = IDLE ;
                end
            end
            CHK_CMD : begin
                if(!ss_n && (edge_cnt == 3)) begin
                    case(reg_mosi[3:1])
                        'b000 : next_state = WRITE ;
                        'b001 : next_state = WRITE ;
                        'b110 : next_state = READ_ADD ;
                        'b111 : next_state = READ_DATA ;
                        default : next_state = IDLE ;
                    endcase
                end
                else begin
                    next_state = CHK_CMD ;    
                end
            end
            WRITE : begin
                dser_en = 1 ;
                if(!ss_n) begin
                    next_state = WRITE ;
                end
                else begin
                    next_state = IDLE ;
                end
            end
            READ_ADD : begin
                dser_en = 1 ;
                if(!ss_n) begin
                    next_state = READ_ADD ;
                end
                else begin
                    next_state = IDLE ;
                end
            end
            READ_DATA : begin
                dser_en = 1 ;
                if(!ss_n) begin
                    next_state = READ_DATA ;
                end
                else begin
                    next_state = IDLE ;
                end
            end
            default : next_state = IDLE ;
        endcase
    end
endmodule
module ram #(
    parameter MEM_DEPTH = 256 ,
    parameter ADDR_SIZE = 8 
) (
    input   wire            clk ,
    input   wire            rst_n ,
    input   wire    [9:0]   din ,
    input   wire            rx_valid ,
    output  reg             tx_valid ,
    output  reg     [7:0]   dout
);
    reg    [ADDR_SIZE-1 : 0]    mem     [MEM_DEPTH-1 : 0] ;
    reg    [ADDR_SIZE-1 : 0]    internal_reg ;
    always @ (posedge clk) begin     
        if(!rst_n) begin
            dout <= 'b0 ;
            tx_valid <= 1'b0 ;
            internal_reg <= 'b0 ;
        end
        else begin  
            tx_valid <= 0 ;
            if(rx_valid) begin
                case(din[9:8])
                    'b00 : begin
                        internal_reg <= din[7:0] ;
                        tx_valid <= 1'b0;
                    end
                    'b01 : begin
                        mem[internal_reg] <= din[7:0] ;
                        tx_valid <= 1'b0;
                    end
                    'b10 : begin
                        internal_reg <= din[7:0] ;
                        tx_valid <= 1'b0;
                    end
                    'b11 : begin
                        tx_valid <= 1'b1 ;
                        dout <= mem[internal_reg] ;
                    end
                endcase 
            end        
        end
    end
endmodule
module spi (
    input   wire    MOSI ,
    input   wire    SS_n ,
    input   wire    clk ,
    input   wire    rst_n ,
    output  wire    MISO
) ;
    wire     [3:0]   edge_cnt ;
    wire             dser_en ;
    wire     [3:0]   reg_mosi ;
    wire     [9:0]   rx_data ;
    wire             rx_valid ;
    wire     [7:0]   tx_data ;
    wire             tx_valid ;
    fsm f1 (
        .ss_n(SS_n),
        .mosi(MOSI),
        .edge_cnt(edge_cnt),
        .clk(clk),
        .rst_n(rst_n),
        .reg_mosi(reg_mosi),
        .dser_en(dser_en)
    ) ;
    counter     c1 (
        .clk(clk),
        .rst_n(rst_n),
        .ss_n(SS_n),
        .edge_cnt(edge_cnt)
    );
    deserielizer    d1 (
        .mosi(MOSI) ,
        .reg_mosi(reg_mosi) ,
        .dser_en(dser_en) ,
        .edge_cnt(edge_cnt) ,
        .clk(clk) ,
        .rst_n(rst_n) ,
        .rx_data(rx_data) ,
        .rx_valid(rx_valid)
    );
    tdm    t1 (
        .tx_data(tx_data),
        .tx_valid(tx_valid),
        .clk(clk),
        .rst_n(rst_n),
        .miso(MISO)
    );
    ram   #(.MEM_DEPTH(256) , .ADDR_SIZE(8))    r1 (
        .clk(clk) ,
        .rst_n(rst_n) ,
        .din(rx_data) ,
        .rx_valid(rx_valid) ,
        .tx_valid(tx_valid) ,
        .dout(tx_data)
    );
endmodule
module tdm (
    input   wire    [7:0]    tx_data ,
    input   wire             tx_valid ,
    input   wire             clk ,
    input   wire             rst_n ,
    output  reg              miso
) ;
    reg     [2:0]       cnt ;
    reg                 flag ;
    reg     [7:0]       tx_data_reg ;
    always @ (posedge clk or negedge rst_n) begin
        if(!rst_n) begin
            tx_data_reg <= 0 ;
        end
        else if(tx_valid) begin
            tx_data_reg <= tx_data ;
        end
    end
    always @ (posedge clk or negedge rst_n) begin
        if(!rst_n) begin
            cnt <= 0 ;
            flag <= 0 ;
        end
        else if(tx_valid) begin
            cnt <= 0 ;
            flag <= 1 ;
        end
        else if(flag) begin
            cnt <= cnt + 1 ;
            if(cnt == 6) begin
                flag <= 0 ;
            end
        end
    end
    always @ (posedge clk or negedge rst_n) begin
        if(!rst_n) begin
            miso <= 0 ;
        end
        else begin
            case(cnt)
                0 : miso <= tx_data_reg[7] ;
                1 : miso <= tx_data_reg[6] ;
                2 : miso <= tx_data_reg[5] ;
                3 : miso <= tx_data_reg[4] ;
                4 : miso <= tx_data_reg[3] ;
                5 : miso <= tx_data_reg[2] ;
                6 : miso <= tx_data_reg[1] ;
                7 : miso <= tx_data_reg[0] ;
                default : miso <= 1'b0 ;
            endcase
        end
    end
endmodule
==> /design/flow/run.sh <==
#!/bin/bash
# OpenROAD 26Q1-2900-gdf79404cd8, Yosys 0.63+post, stock flow scripts
make -C /OpenROAD-flow-scripts/flow DESIGN_CONFIG=/design/flow/config.mk WORK_HOME=/design/flow/orfs finish
==> /design/flow/config.mk <==
export PLATFORM = sky130hd
export DESIGN_NAME = spi
export DESIGN_NICKNAME = spi
export VERILOG_FILES = /design/flow/design.v
export SDC_FILE = /design/flow/constraint.sdc
export NUM_CORES = 4
export LEC_CHECK = 1
export CORE_UTILIZATION = 50
==> /design/flow/constraint.sdc <==
current_design spi

set clk_period 68.1
set clk_io_pct 0.2

create_clock -name clk0 -period $clk_period [get_ports {clk}]

set non_clock_inputs [all_inputs -no_clocks]
set_input_delay [expr $clk_period * $clk_io_pct] -clock clk0 $non_clock_inputs
set_output_delay [expr $clk_period * $clk_io_pct] -clock clk0 [all_outputs]
==> results.cfg <==
; physical design summary
[cells_and_area]
biggest_register = r1.mem
number_of_flip_flops_in_the_largest_register = 2048
largestRegisters = r1.mem x2048, d1.rx_data x10
stdcell_area_um2 = 91720
fin_util_pct = 56.28
instances_no_fill = 6495
syn_to_final_growth_pct = 11.64
post_route_cells_drive_above_1_share_pct = 23.57
most-common-layout-cells = edfxtp_1, mux4_2, nor2_1
commonest_non_fill_non_tap_cell_in_the_layout = edfxtp_1

[place]
port_buffers = 4
detailedPlace.worstSlack_ps = 51620
placed_cell_area_um2 = 84900
place.detailed.instances = 6106
gp_congestion = 0.9359
hpwl_mm = 140.1

[logic_synthesis]
top_cells_by_area = edfxtp_1, mux4_2, mux2i_1, nor2_1, dfrtp_1
synthesized_area_per_cell_um2 = 20.53
ys.warnings.count = 5
post_synth_inst_count = 4001
count_of_state_elements_after_synthesis = 2102
ff_type = edfxtp_1
synth-seq-area-share_pct = 76.40
synth_async_sr_flop_share_pct = 1.760
synth_area_um2 = 82150
synth-cells-yosys = 4001
yosys-stat-area_um2 = 82150
enable_flop_cells = 2048
synth_top_area_share_pct = 74.86
synth.lib_cells_used.distinct = 72
top_area_cell = edfxtp_1

[route]
detail_route.wl_per_cell_um = 34.77
detailedRoute.firstPassIterationCount = 7
drt-initial-drc-count = 2985
drc = 0
drt.antenna.violating_nets = 0
postRouteWirelength_mm = 225.8
detail_route.vias_per_cell = 6.322
vias = 41060

[worst_setup_path]
worst_ep_arrival_time_ps = 16250
timing.reg2reg.worst_path_depth = 11
critPathRequiredTime_ps = 68560
path_class = input pin to flop
r2r_setup_slack_ps = 62930
critPathMaxFanout = 19
timing.rr.start = r1.internal_reg[0]
critical_path.endpoint_type = flop
critPathLaunchType = input pin
reg2reg_to = r1.dout[5]

[pwr]
power.share.sequential_pct = 54.4
static-leakage-power_nw = 27.87
power_density_nw_per_um2 = 32.23
power.share.clock_pct = 38.6
pwr-share-comb_pct = 7.0
switchingPower_uw = 709.6
total_power_mw = 2.956
power.ir.vdd_worst_mv = 0.03533
internal_power_mw = 2.246
switching_share_of_power_pct = 24.01

[clock_tree]
post_cts_resize_count = 0
clock-sinks = 2102
insertion_delay_at_the_late_pin_of_the_worst_skew_pair_ps = 850
clock_slew_at_reported_path_ffs_ps = 60
cts_made_buffers = 207
post-cts-setup-buffer-count = 0
htree_num_levels = 4
cts.path.max_buffers = 3
clk_root_buffer_cell = clkbuf_16
cts_hold_buf = 0
cts_tree = done

[flow_run]
cap_viol_max_count = 0
openroad.warnings = 33

[grt]
use_met2_pct = 41.94
grt_first_pass_wirelength_mm = 325.5
antenna_found_initial = 10
grt_max_degree = 95
grt_use_met3_pct = 26.21
grt_util_all_layers_pct = 31.30
globalRoute.totalOverflow = 0
grt_busiest_layer = met1
first_global_vias = 45900
global_route.usage.met1_pct = 42.55

[final_timing]
finalClockPeriodUsage_pct = 23.20
setup_total_negative_slack_ps = 0
timing.final.max_slew_violations = 0
finalWorstSetupSlack_ps = 52300
fin_worst_skew_ps = 37.00
timing.hold.ws_ps = 483.4
final-hold-violation-count = 0
grt_setup_unrepaired = no
timing.final.setup_violations = 0
finalWorstPathRequiredPeriod_ps = 15800
worst-slew-pin-transition_ps = 1102
timing.max_slew.rel_slack_pct = 25.59
achievable-frequency_mhz = 63.31

[hold_path]
worst_min_delay_path_startpoint = r1.dout[5]
min_path_cells = 1
timing.hold.worst.class = flop to flop
worstHoldEndpoint = t1.tx_data_reg[5]

[floorplanning]
ios = 5
die_h_um = 407.3
fp_util_pct = 50.41
design.core.area_um2 = 163000
placementRows = 148
design.die.area_um2 = 165900
die_width_um = 407.3

[run_status]
run_status = finished clean
==> worst max-delay path, stage by stage <==
cell	delay (ps)
buf_2	220
and4b_1	220
buf_4	330
nand3_1	740
buf_4	520
nor2_1	570
==> cell type report <==
type	instances	area [um2]
fillers	11920	71240
flip-flops and latches	2102	62810
multi-input cells	1634	17930
clock buffers	257	5429
well taps	2175	2721
clock inverters	126	1375
repair buffers	176	1351
inverters	19	78.83
diodes	6	15.01
==> routing by layer <==
metal	up-vias	routed length [um]
met5	-	672
met4	32	6173
met3	381	43760
met2	3200	101700
met1	20610	73560
li1	16840	-
==> worst max-delay path by stage <==
stage / from / end
after CTS: rst_n / r1.mem[226][7]
after global routing: rst_n / r1.mem[226][7]
final: rst_n / r1.mem[226][7]
==> synthesized netlist by cell type (all sizes together) (6+ instances only) <==
| cell | instances |
|---|---|
| nand2 | 163 |
| a221oi | 14 |
| nand4 | 22 |
| inv | 17 |
| nor2 | 304 |
| nor2b | 26 |
| a221o | 6 |
| mux2 | 49 |
| a32oi | 31 |
| a31oi | 19 |
| buf | 160 |
| a211oi | 9 |
| nand2b | 7 |
| edfxtp | 2048 |
| a22oi | 29 |
| dfrtp | 36 |
| a21oi | 36 |
| mux2i | 182 |
| o2111ai | 6 |
| o22ai | 44 |
| mux4 | 469 |
| o21ai | 39 |
| clkbuf | 86 |
| nor4 | 7 |
| dfxtp | 17 |
| nand3 | 47 |
| o221ai | 16 |
| a311oi | 8 |
| o41ai | 6 |
| ha | 10 |
| nor3 | 25 |
==> logic make-up (layout without fill, tap and decap cells) <==
group / Yosys count / after routing / synth area share, %
buffers and inverters: 265 / 578 / 1.837
AOI/OAI and AO/OA: 290 / 290 / 2.510
muxes: 700 / 700 / 15.75
and+or+nand+nor: 630 / 630 / 3.308
xor gates and xnor gates: 4 / 4 / 0.04265
adders and majority gates: 10 / 10 / 0.1523
DFF: 2102 / 2102 / 76.40
other: 0 / 6 / 0
==> power groups by stage <==
| stage | Clock, mW | Combinational [mW] | Sequential, mW |
|---|---|---|---|
| after CTS | 1.16 | 0.209 | 1.61 |
| after global routing | 1.21 | 0.221 | 1.61 |
| final | 1.14 | 0.206 | 1.61 |
No activity file was given, so power comes from the tool's default toggle rates.
